File: design.v
module axiLite_slave(
    input s_axi_aclk,
    input s_axi_aresetn,  
    input s_axi_awvalid,  
    output reg s_axi_awready,  
    input [31:0] s_axi_awaddr,   
    input s_axi_wvalid,  
    output reg s_axi_wready,  
    input [31:0] s_axi_wdata,  
    output reg s_axi_bvalid,  
    input s_axi_bready,  
    output reg [1:0] s_axi_bresp,  
    input s_axi_arvalid,  
    output reg s_axi_arready,  
    input [31:0] s_axi_araddr,  
    output reg s_axi_rvalid,  
    input s_axi_rready,  
    output reg [31:0] s_axi_rdata,  
    output reg [1:0] s_axi_rresp  
);
localparam idle = 0,  
           send_waddr_ack = 1, 
           send_raddr_ack = 2, 
           send_wdata_ack = 3,  
           update_mem = 4,  
           send_wr_err = 5,
           send_wr_resp = 6,  
           gen_data = 7,  
           send_rd_err = 8,
           send_rd_resp = 9;  
reg [3:0] state = idle;   
reg [3:0] next_state = idle;
reg [1:0] count = 0;  
reg [31:0] waddr, raddr, wdata, rdata;  
reg [31:0] mem[128];  
always@(posedge s_axi_aclk)
begin
    if(s_axi_aresetn == 1'b0) 
    begin
        state <= idle;
        for(int i = 0; i <128; i++)
        begin
            mem[i] <= 0;
        end 
        s_axi_awready <= 0;
        s_axi_wready <= 0;
        s_axi_bvalid <= 0;
        s_axi_bresp <= 0;
        s_axi_arready <= 0;
        s_axi_rvalid <= 0;
        s_axi_rdata <= 0;
        s_axi_rresp <= 0;
        waddr <= 0;
        raddr <= 0;
        wdata <= 0;
        rdata <= 0;
    end
    else
    begin
        case(state)
        idle:
        begin
            s_axi_awready <= 0;
            s_axi_wready <= 0;
            s_axi_bvalid <= 0;
            s_axi_bresp <= 0;
            s_axi_arready <= 0;
            s_axi_rvalid <= 0;
            s_axi_rdata <= 0;
            s_axi_rresp <= 0;
            s_axi_rvalid <= 0;
            waddr <= 0;
            raddr <= 0;
            wdata <= 0;
            rdata <= 9;
            count <= 0;
        if(s_axi_awvalid == 1'b1)   
            begin
                state <= send_waddr_ack;
                s_axi_awready <= 1'b1;   
                waddr <= s_axi_awaddr;   
            end     
        else if(s_axi_arvalid == 1'b1)   
            begin
                state <= send_raddr_ack;
                s_axi_arready <= 1'b1;   
                raddr <= s_axi_araddr;  
            end
        else 
            begin
                state <= idle;
            end
        end
        send_waddr_ack:
        begin
            s_axi_awready <= 1'b0;  
            if(s_axi_wvalid)  
                begin
                wdata <= s_axi_wdata;  
                s_axi_wready <= 1'b1;  
                state <= send_wdata_ack;     
                end
            else 
                begin
                    state <= send_waddr_ack;
                end
        end
        send_wdata_ack:
        begin
            s_axi_wready <= 1'b0;  
            if(waddr < 128)   
                begin
                    state <= update_mem;
                    mem[waddr] <= wdata; 
                end
            else
                begin
                    state <= send_wr_err;
                    s_axi_bresp <= 2'b11;  
                    s_axi_bvalid <= 1'b1;
                end
        end
        update_mem:
        begin
            mem[waddr] <= wdata;
            state <= send_wr_resp;
        end
        send_wr_resp:
        begin
            s_axi_bresp <= 2'b00;  
            s_axi_bvalid <= 1'b1;  
            if(s_axi_bready)  
                begin        
                    state <= idle;
                end
            else
                begin
                    state <= send_wr_resp;            
                end
        end
        send_wr_err:
        begin
            if(s_axi_bready)  
                begin
                   state <= idle; 
                end
            else 
                begin
                    state <= send_wr_err;  
                end
        end
        send_raddr_ack:
        begin
            s_axi_arready <= 0;  
            if(raddr < 128)
                state <= gen_data;
            else
                begin
                    s_axi_rvalid <= 1'b1;   
                    state <= send_rd_err;
                    s_axi_rdata <= 0;
                    s_axi_rresp <= 2'b11;   
                end
        end
        gen_data: 
        begin
            if(count < 2)
                begin
                    rdata <= mem[raddr];   
                    state <= gen_data;
                    count <= count + 1;
                end
            else
                begin
                    s_axi_rvalid <= 1'b1;   
                    s_axi_rdata <= rdata;
                    s_axi_rresp <= 2'b00;  
                    if(s_axi_rready)   
                        state <= idle;  
                    else
                        state <= gen_data;
                end
        end
        send_rd_err:
        begin
            if(s_axi_rready)  
                begin
                    state <= idle;
                end
            else 
                begin
                    state <= send_rd_err;
                end 
        end
        default : state <= idle;
        endcase
    end
end
endmodule
File: run.sh
#!/bin/bash
# OpenROAD 26Q1-2900-gdf79404cd8, Yosys 0.63+post, stock flow scripts
make -C /OpenROAD-flow-scripts/flow DESIGN_CONFIG=/design/flow/config.mk WORK_HOME=/design/flow/orfs finish
File: config.mk
export PLATFORM = sky130hd
export DESIGN_NAME = axiLite_slave
export DESIGN_NICKNAME = axiLite_slave
export VERILOG_FILES = /design/flow/design.v
export SDC_FILE = /design/flow/constraint.sdc
export NUM_CORES = 4
export LEC_CHECK = 1
export CORE_UTILIZATION = 50
File: constraint.sdc
current_design axiLite_slave

set clk_period 72.2
set clk_io_pct 0.2

create_clock -name clk0 -period $clk_period [get_ports {s_axi_aclk}]

set non_clock_inputs [all_inputs -no_clocks]
set_input_delay [expr $clk_period * $clk_io_pct] -clock clk0 $non_clock_inputs
set_output_delay [expr $clk_period * $clk_io_pct] -clock clk0 [all_outputs]
==> impl_metrics.tcl <==
# metrics dict for downstream scripts
set metrics [dict create \
    first_pass_iters 8 \
    routed_wl_um 594000 \
    fill_cells 27100 \
    topCellsByArea "edfxtp_1, mux4_2, nor2_1" \
    synth_top_cell_by_count "edfxtp_1" \
    crit_type "input port to flip-flop" \
    synth-main-ff-cell "edfxtp_1" \
    ctsResizeCount 0 \
    netlist_area_um2 184000 \
    ant_nets 0 \
    start_kind "input port" \
    fin_util_pct 56.7 \
    post_cts_buffers 0 \
    cp_data_required_time_ns 72.84 \
    htreeDepth 5 \
    clkLatencyLatePin_ns 1.02 \
    fin_cells 18400 \
    grt_max_degree 99 \
    drv_cap 0 \
    cts.sinks 4276 \
    drt_iter0_markers 8130 \
    ys_seq_share_pct 68.9 \
    antenna_found_initial 35 \
    wire_per_inst_um 32.3 \
    synth_warnings 1 \
    fin_tns_setup_ns 0 \
    avgSynthCellArea_um2 14.1 \
    placed_area_um2 193000 \
    postSynthCellCount 13100 \
    synthTopCellsByCount "edfxtp_1, nor2_1, mux4_2" \
    rsz0062_at_grt "no" \
    place_congestion 0.953 \
    relSlewSlack_pct 18.3 \
    synth_cell_types 62 \
    yosys_cells 13100 \
    status "completed" \
    grt_pass1_vias 122000 \
    endpoint_kind "flip-flop" \
    max_freq_mhz 54.3 \
    min_period_ns 18.42 \
    critical_path.startpoint "s_axi_aresetn" \
    grt-ovfl-total 0 \
    via_count 114000 \
    peakVddDrop_mv 0.0237 \
    chip_area_um2 370000 \
    fp_util_pct 50.3 \
    tritoncts "yes" \
    hpwl_um 358000 \
    path_max_fanout 82 \
    die_h_um 608 \
    tool_warnings 26 \
    cp.arrival_ns 19.06 \
    numPortBuffers 143 \
    leakagePower_nw 65.4 \
    cts_buffers 447 \
    fin_worst_skew_ns 0.0610 \
    tightestPinTransition_ns 1.22 \
    num_rows 222 \
    io_pins 144 \
    min_path_type "flip-flop to flip-flop" \
    min_from "rdata[20]" \
    grt_usage_pct 36.1 \
    coreArea_um2 366000 \
    drive_above_1_share_pct 16.7 \
    finalClockPeriodUsage_pct 25.5 \
    synth_top_area_share_pct 66.9 \
    dp_cells 17500 \
    cts.clk_slew.worst_paths_ns 0.06 \
    top_area_cell "edfxtp_1" \
    holdBufCountCts 0 \
    cts-root-buf "clkbuf_16" \
    whs_ns 0.467 \
    hold_viol 0 \
    area_growth_pct 12.9 \
    die_w_um 608 \
    clockBufferDepth 4 \
    fin_area_um2 208000 \
    finalSetupViolations 0 \
    power_per_cell_area_nw_per_um2 28.6 \
    vias_per_cell 6.20 \
    ys_ff 4276 \
    drv_slew 0 \
    edf_count 4098 \
    drc 0 \
    yosysChipArea_um2 184000 \
    async_flop_share_pct 0 \
    grt_pass1_wl_um 846000 \
]
[cell type report]
type                    count  area, um^2  share of cell area, %
clock buffers             552       11800                   5.69
well taps                4816        6030                   2.90
inverters                   8        37.5                 0.0181
multi-input cells        7731       54300                   26.2
repair buffers            689        5660                   2.73
flip-flops and latches   4276      127000                   61.0
diodes                     39        97.6                 0.0470
clock inverters           277        2920                   1.41
[where the power goes]
| group | switching, mW | internal (mW) | leakage, nW |
|---|---|---|---|
| combinational | 0.530 | 0.230 | 14.4 |
| clock | 0.968 | 1.36 | 7.18 |
| sequential | 0.0516 | 2.80 | 43.8 |
[kinds of logic after synthesis]
family / after synthesis / share of synthesized area, %
AOI/OAI and AO/OA: 1028 / 3.78
xor gates and xnor gates: 2 / 0.00953
buffers and inverters: 1065 / 2.55
DFF: 4276 / 68.9
muxes: 1409 / 13.4
and+or+nand+nor: 5292 / 11.4
[critical path, stage by stage]
cell and delay [ns]:
buf_8 0.48, nor2b_1 0.39, and3_1 0.53, nand3b_4 0.63, buf_12 0.50, buf_4 0.41, buf_4 0.44, o21ai_4 0.52
buf_4 0.42
[placed cells by master, fill, tap and decap left out, types with 92 or more instances in the layout]
| cell | Yosys | final |
|---|---|---|
| mux2i_1 | 569 | 569 |
| o21ai_4 | 0 | 126 |
| dfxtp_1 | 178 | 140 |
| buf_4 | 60 | 536 |
| edfxtp_1 | 4098 | 4098 |
| a22oi_1 | 128 | 128 |
| clkbuf_1 | 723 | 92 |
| o21ai_0 | 294 | 168 |
| clkbuf_16 | 0 | 456 |
| nor2_1 | 4028 | 4014 |
| mux4_2 | 835 | 835 |
| clkdlybuf4s50_1 | 0 | 142 |
| nand2_1 | 740 | 738 |
| and2_1 | 204 | 201 |
| clkinv_1 | 2 | 103 |
| nand3_1 | 113 | 112 |
[worst paths after layout]
kind	slack, ns	endpoint	cells past startpoint
worst max-delay path	53.78	mem[46][25]	9
worst min-delay path	0.47	rdata[20]	2
worst max register to register	65.83	rdata[26]	12
worst min register to register	0.47	rdata[20]	2
[sequential cells by signal, indices dropped and copies added (netlist names), 2 cells and up, named ones only]
name and count:
mem 4096, raddr 32, rdata 32, s_axi_rdata 32
waddr 32, wdata 32, state 4, count 2
[per-stage QoR]
| step | power, mW | setup slack [ns] |
|---|---|---|
| finish | 5.94 | 53.78 |
| floorplan | 3.31 | 53.84 |
| detailed placement | 3.65 | 52.85 |
| global placement | 3.64 | 52.88 |
| CTS | 5.94 | 53.93 |
| global route | 6.09 | 53.69 |
[metal layers]
metal / GRT usage, % / share of wire, %
met5: 4.75 / 0.43
met4: 16.3 / 6.0
met3: 31.2 / 20
met2: 47.5 / 43
met1: 42.2 / 30
No activity file was given, so power comes from the tool's default toggle rates.
